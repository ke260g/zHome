==> design/flow/design.v <==
module counter(
    input wire rst,
    input wire clk,
    output reg[3:0] out);
always@(posedge clk) begin
    if(rst)
        out <= 0;
    else
        out <= out + 1;
end
endmodule
==> design/flow/run.sh <==
#!/bin/bash
# OpenROAD 26Q1-2900-gdf79404cd8, Yosys 0.63+post, stock flow scripts
make -C /OpenROAD-flow-scripts/flow DESIGN_CONFIG=/design/flow/config.mk WORK_HOME=/design/flow/orfs finish
==> design/flow/config.mk <==
export PLATFORM = sky130hd
export DESIGN_NAME = counter
export DESIGN_NICKNAME = counter
export VERILOG_FILES = /design/flow/design.v
export SDC_FILE = /design/flow/constraint.sdc
export NUM_CORES = 4
export LEC_CHECK = 1
export CORE_AREA = 10 10 70 70
export DIE_AREA = 0 0 80 80
==> design/flow/constraint.sdc <==
current_design counter

set clk_period 1.0
set clk_io_pct 0.2

create_clock -name clk0 -period $clk_period [get_ports {clk}]

set non_clock_inputs [all_inputs -no_clocks]
set_input_delay [expr $clk_period * $clk_io_pct] -clock clk0 $non_clock_inputs
set_output_delay [expr $clk_period * $clk_io_pct] -clock clk0 [all_outputs]
==> impl_table.tex <==
% Yosys + OpenROAD metrics
\begin{tabular}{lr}
\hline
Metric & Value \\
\hline
\multicolumn{2}{l}{\textbf{CTS}} \\
Number of clock buffers inserted by TritonCTS & 3 \\
Maximum buffer depth of the clock tree & 2 \\
Clock-pin slew of the registers on the worst-case setup and hold paths & 40 ps \\
TritonCTS clock tree & yes \\
Buffer count from post-CTS setup fixing & 0 \\
Number of H-tree branching levels & 1 \\
Worst-skew pair later-pin latency & 240 ps \\
Sink count of the clock tree & 4 \\
Clock tree root driver cell & clkbuf\_4 \\
\multicolumn{2}{l}{\textbf{Place}} \\
Count of buffers inserted at the top-level ports & 5 \\
RD Place Congestion & 0.673 \\
Total cell area at the placement stage & 290 um2 \\
\multicolumn{2}{l}{\textbf{Critical path}} \\
Worst Setup Start Kind & flop \\
Setup Crit Path Kind & flop to flop \\
Required @ worst endpoint & 1130 ps \\
Capture point of the worst path & out[3]\$\_SDFF\_PP0\_ \\
Critical R2R Launch & out[2]\$\_SDFF\_PP0\_ \\
Max Fanout on Critical Path & 2 \\
Reg2reg setup slack & 50 ps \\
Type of destination of the critical path & flop \\
Crit path launch & out[2]\$\_SDFF\_PP0\_ \\
Data arrival time of the worst path & 1070 ps \\
Depth of the most critical reg-to-reg path & 3 \\
Endpoint of the worst-slack reg-to-reg timing path & out[3]\$\_SDFF\_PP0\_ \\
\multicolumn{2}{l}{\textbf{Finish}} \\
Fill count & 402 \\
Design Area, Final & 325 um2 \\
Biggest registers after layout & out x4 \\
Largest register by flop count & out \\
Layout Utilization & 9.52\% \\
Growth of design area from synthesis to finish & 124\% \\
Logic cell area & 75.1 um2 \\
Fraction of final layout cells with drive strength greater than 1 & 61.5\% \\
Max reg flops & 4 \\
Reg area & 85.1 um2 \\
\multicolumn{2}{l}{\textbf{Timing}} \\
Peak Freq & 1060 MHz \\
Final Hold Viols & 0 \\
Unrepaired setup endpoints after global routing & no \\
Minimum clock period after layout & 946 ps \\
Total Negative Setup Slacks & 0 ps \\
Final clock skew & 5.47 ps \\
Final-report setup violation count & 0 \\
Tcrit/Tclk final & 94.6\% \\
Transition time at the pin with the least slew margin & 111 ps \\
Relative max-transition margin & 92.6\% \\
Worst hold slack after final layout & 506 ps \\
Max-slew violation count & 0 \\
\multicolumn{2}{l}{\textbf{Floorplanning}} \\
Core utilization at floorplan & 4.25\% \\
Die Area & 6400 um2 \\
Area of the core region & 3420 um2 \\
X dimension of the die & 80 um \\
Vertical extent of the die & 80 um \\
Row Count & 21 \\
Total I/O pin count & 6 \\
\multicolumn{2}{l}{\textbf{Yosys}} \\
Number of flip-flops and latches in the synthesized netlist & 4 \\
Proportion of register bits with asynchronous set or reset after synthesis & 0\% \\
Prevailing post-synth register cell & dfxtp\_1 \\
Yosys synthesis chip area & 145 um2 \\
Synth area leaders & dfxtp\_1, mux2\_4, ha\_1 \\
Netlist cell types & 7 \\
Post-synthesis average cell area & 11.2 um2 \\
Count leader, synth & dfxtp\_1 \\
Netlist area before placement & 145 um2 \\
Most area-hungry cell type in the Yosys netlist & dfxtp\_1 \\
Number of warning messages in the yosys log & 1 \\
Number of standard cells reported by yosys & 13 \\
EDFF count, synth & 0 \\
Synth Instances & 13 \\
List of most frequent post-synthesis cells & dfxtp\_1, nor2\_1, nor2b\_1 \\
Fraction of synthesized cell area taken by the top area cell type & 55.2\% \\
Sequential fraction of the synthesis area & 55.2\% \\
\multicolumn{2}{l}{\textbf{Routing}} \\
Highest routed layer & met3 \\
Wire length on met2 & 107 um \\
Total DRC errors in the routed layout & 0 \\
Met3 routed WL & 168 um \\
Wirelength, routed & 434 um \\
Tally of nets with antenna violations remaining after routing & 0 \\
Vias post-DR & 140 \\
Ratio of routed vias to standard cells & 1.92 \\
First DRT Iteration DRCs & 0 \\
Met1 Routed Length & 158 um \\
Detailed-route wire length per cell & 5.95 um \\
Detailed-router iteration count before antenna repair & 1 \\
\multicolumn{2}{l}{\textbf{Global route}} \\
Overall global routing resource usage & 1.55\% \\
Number of global-route vias before repair & 153 \\
Overflow left after global routing & 0 \\
Wire length of the first global-routing pass & 676 um \\
Antenna violations before repair & 0 \\
Pin count of the biggest net entering global routing & 4 \\
\multicolumn{2}{l}{\textbf{Worst hold path}} \\
Worst min-delay path class & flop to flop \\
\multicolumn{2}{l}{\textbf{Power}} \\
Leak & 0.126 nW \\
Total power divided by cell area & 1380 nW/um2 \\
IR drop worst, VDD & 0.000332 V \\
\multicolumn{2}{l}{\textbf{Flow run}} \\
\# Max-Cap Violations & 0 \\
Number of warnings in the stage logs & 25 \\
\multicolumn{2}{l}{\textbf{Status}} \\
Result of the run & completed \\
\hline
\end{tabular}
==> how the worst min path moves through the flow <==
stage                             start           endpoint  slack, ps  cells after the start
after CTS             out[0]$_SDFF_PP0_  out[0]$_SDFF_PP0_        510                      2
final                 out[0]$_SDFF_PP0_  out[0]$_SDFF_PP0_        510                      2
after global routing  out[0]$_SDFF_PP0_  out[0]$_SDFF_PP0_        540                      2
==> cell usage in the layout, fill, tap and decap left out <==
master	netlist	final
dfxtp_2	0	4
clkbuf_4	0	3
clkdlybuf4s50_1	0	1
xnor2_2	0	1
clkbuf_2	0	1
mux2_4	1	1
diode_2	0	1
nor2b_1	2	2
clkdlybuf4s15_1	0	3
ha_2	0	1
nand3_1	1	1
buf_4	0	5
nor2_1	3	3
==> layout make-up <==
cell class              instances  area share (%)
clock buffers                   3            6.92
diodes                          1           0.769
flip-flops and latches          4            26.2
well taps                      46            17.7
repair buffers                 10            25.4
multi-input cells               9            23.1
==> cells by family after synthesis <==
group,Yosys count,synth area share (%)
AND/OR/NAND/NOR,6,19.8
XOR/XNOR,1,6.04
flip-flops,4,55.2
multiplexers,1,10.3
adder cells (fa/ha/maj),1,8.62
==> where the power goes <==
| part | internal, mW | leakage (nW) | switching [mW] | total [mW] |
|---|---|---|---|---|
| clock | 0.135 | 0.0138 | 0.0735 | 0.208 |
| sequential | 0.173 | 0.0343 | 0.00547 | 0.178 |
| combinational | 0.0403 | 0.0783 | 0.0208 | 0.0611 |
==> per-layer routing <==
metal,track usage (%),up-vias
met1,1.40,62
met5,0,-
met3,3.41,0
li1,-,69
met4,0.352,0
met2,1.12,9
==> timing repair <==
| action | in CTS | in global routing |
|---|---|---|
| setup endpoints to repair | 4 | 6 |
| pin swaps | 0 | 1 |
| endpoints found under the hold margin | 0 | 0 |
| gates resized | 8 | 7 |
| hold buffers | 0 | 0 |
==> metrics by stage <==
stage               total power [mW]  cells  worst slack, ps
global route                   0.479     72             28.9
CTS                            0.453     72             7.03
finish                         0.448     73             53.6
floorplan                      0.192     13              180
global placement               0.238     69             -124
detailed placement             0.240     69             -132
==> critical path, stage by stage, from the launching register on <==
cell     delay (ps)
dfxtp_2         310
buf_4           130
nand3_1         100
mux2_4          300
Power figures rest on the tool's default switching activity, not on a simulated workload.
